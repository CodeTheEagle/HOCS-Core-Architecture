File: flow/run.sh
#!/bin/bash
# OpenROAD 26Q1-2900-gdf79404cd8, Yosys 0.63+post, stock flow scripts
make -C /OpenROAD-flow-scripts/flow DESIGN_CONFIG=/design/flow/config.mk WORK_HOME=/design/flow/orfs finish
File: flow/config.mk
export PLATFORM = sky130hd
export DESIGN_NAME = hocs_scram_controller
export DESIGN_NICKNAME = hocs_scram_controller
export VERILOG_FILES = /design/flow/design.v
export SDC_FILE = /design/flow/constraint.sdc
export NUM_CORES = 4
export LEC_CHECK = 1
export CORE_UTILIZATION = 40
File: flow/constraint.sdc
current_design hocs_scram_controller

set clk_period 3.7
set clk_io_pct 0.2

create_clock -name clk0 -period $clk_period [get_ports {clk}]

set non_clock_inputs [all_inputs -no_clocks]
set_input_delay [expr $clk_period * $clk_io_pct] -clock clk0 $non_clock_inputs
set_output_delay [expr $clk_period * $clk_io_pct] -clock clk0 [all_outputs]
File: flow/design.v
`timescale 1ns / 1ps
module hocs_scram_controller (
    input wire clk,                   
    input wire rst_n,                 
    input wire heartbeat_signal,      
    input wire [7:0] temp_sensor_raw, 
    output reg power_cut_trigger,     
    output reg [3:0] status_leds,     
    output reg system_locked          
);
    parameter TEMP_CRITICAL_LIMIT = 8'd200;  
    parameter WATCHDOG_LIMIT      = 32'd300_000_000;  
    reg [31:0] watchdog_counter;
    reg heartbeat_prev;
    localparam STATE_OK       = 2'b00;
    localparam STATE_WARNING  = 2'b01;
    localparam STATE_SCRAM    = 2'b10;
    localparam STATE_DEAD     = 2'b11;
    reg [1:0] current_state;
    always @(posedge clk or negedge rst_n) begin
        if (!rst_n) begin
            watchdog_counter <= 0;
            heartbeat_prev <= 0;
        end else begin
            if (heartbeat_signal != heartbeat_prev) begin
                watchdog_counter <= 0;  
                heartbeat_prev <= heartbeat_signal;
            end else begin
                if (watchdog_counter < WATCHDOG_LIMIT)
                    watchdog_counter <= watchdog_counter + 1;
            end
        end
    end
    always @(posedge clk or negedge rst_n) begin
        if (!rst_n) begin
            current_state <= STATE_OK;
            power_cut_trigger <= 0;
            system_locked <= 0;
            status_leds <= 4'b0001;  
        end else begin
            case (current_state)
                STATE_OK: begin
                    if (temp_sensor_raw > TEMP_CRITICAL_LIMIT) begin
                        current_state <= STATE_SCRAM;
                    end else if (watchdog_counter >= WATCHDOG_LIMIT) begin
                        current_state <= STATE_SCRAM;  
                    end
                    status_leds <= 4'b0001;  
                end
                STATE_SCRAM: begin
                    power_cut_trigger <= 1;    
                    system_locked <= 1;        
                    status_leds <= 4'b1111;    
                    current_state <= STATE_DEAD;
                end
                STATE_DEAD: begin
                    power_cut_trigger <= 1;
                    status_leds <= ~status_leds;  
                end
            endcase
        end
    end
endmodule
==> impl_metrics.toml <==
# yosys + openroad results
[timing]
maxSlewViolCount = 0
post-route-min-period_ps = 2240
maxSlewHeadroom_pct = 53.9
whs_ps = 463
finalSetupViolations = 0
hold_violations = 0
worst_pin_slew_ps = 691
max_freq_mhz = 447
fin_tns_setup_ps = 0
skew_ps = 8.17
worst_slack_ps = 1460
rsz0062_at_grt = "no"
finalCritPeriodShare_pct = 60.5

[clocking]
cts_tree = "yes"
hold_buffers = 0
insertion_delay_ps = 290
postCtsSetupRepairBufs = 0
cts_buffer_depth = 2
cts.sinks = 42
cts_resized = 0
cts_root_buf = "clkbuf_8"
path_clk_slew_ps = 80
cts_buffers = 5
htree_levels = 2

[grt]
gr-total-overflow = 0
grt.total_usage_pct = 16.9
grt_pass1_vias = 1628
antenna_found_initial = 0
grt_pass1_wl_um = 7910
grt_max_degree = 43

[pwr]
seqPwrFrac_pct = 53.1
power_density_mw_per_mm2 = 339
p_sw_w = 0.000202
leakagePower_nw = 1.17
p_int_w = 0.000686
combinationalPowerShare_pct = 6.7
power_frac_clock_pct = 40.1
ir_worst_vdd_mv = 0.156
switching_share_pct = 22.7

[worst_setup_path]
crit_path_end_kind = "flop"
cpLargestDelayFamily = "simple AND/OR/NAND/NOR gates"
r2r_end = "watchdog_counter[8]"
worst-path-buf-inv = 0
path_cells = "nor4_4, o311ai_4, a21o_1, or4_1, a21oi_1"
ff2ff_setup_slack_ps = 1460
critical_path_required_ps = 3930
reg2reg_from = "watchdog_counter[19]"
slowest_delay_ps = 550
slowest_stage = "or4_1"
path_class = "flop to flop"
worstPathArrival_ps = 2460
rr_worst_depth = 5
critPathMaxFanout = 14
startpoint_type = "flop"

[routing]
drc = 0
via_count = 1762
post_drt_wl_per_cell_um = 14.1
drt_pass1_iterations = 4
drt-initial-drc-count = 71
postRouteAntennaNets = 0
routed_wl_um = 4510
viasPerCell = 5.52
n_antenna_cell = 0

[synthesis]
yosysTopAreaCell = "dfrtp_1"
ys_seq_share_pct = 46.3
edf_count = 0
top_cells_by_count = "dfrtp_1, nand2_1, nor2_1"
ys_types = 52
ys.flop_type = "dfrtp_1"
ys_cells = 229
yosysWarningCount = 1
area_leaders = "dfrtp_1, nand2_1, a21oi_1"
ys_ff = 42
most_common_cell = "dfrtp_1"
async_reset_ff_share_pct = 100
top_cell_area_share_pct = 44.0
postSynthCellCount = 229
yosys-stat-area_mm2 = 0.00228
syn_area_mm2 = 0.00228
syn_area_per_cell_um2 = 9.94

[floorplan]
die_width_um = 77.5
io_pins = 17
dieHeight_um = 77.5
row_count = 27
core-area_mm2 = 0.00551
initial_core_util_pct = 41.4
die_area_mm2 = 0.00600

[status]
status = "completed"

[placed_design]
numPortBuffers = 16
dp_hpwl_um = 3040
place_ws_ps = 1280
gp_congestion = 0.792

[worst_hold_path]
hold_start = "system_locked"
min_to = "system_locked"
hold_path.class = "flop to flop"
holdPathStages = 1

[job]
tool_warnings = 27
drv_cap = 0

[finish]
area_growth_pct = 14.9
layout-drive-gt1-share_pct = 14.2
state kept, by name, summed over array words and instances, names as in the netlist:
name / flops
heartbeat_prev: 1
current_state: 3
status_leds: 4
watchdog_counter: 32
system_locked: 1
power_cut_trigger: 1
layout by cell type (no fill, tap or decap), drive strengths merged, types with 3 or more instances in the layout:
master	instances
or3	4
a41o	5
nand4	9
clkdlybuf4s50	15
nand2	26
and3	4
a21oi	18
nor2b	5
o31ai	3
a211o	3
a31o	7
a211oi	3
a31oi	6
nor2	19
and4	3
and2	6
nand3	7
clkbuf	5
or4	3
buf	4
nor3	5
inv	9
dfrtp	40
or2	3
o41ai	3
xnor2	6
nor4	3
worst max-delay path by stage:
| stage | from | slack, ps | endpoint | cells past startpoint |
|---|---|---|---|---|
| global route | watchdog_counter[20] | 1350 | watchdog_counter[8] | 5 |
| CTS | watchdog_counter[19] | 1450 | watchdog_counter[8] | 5 |
| finish | watchdog_counter[19] | 1460 | watchdog_counter[8] | 5 |
routing by layer:
metal	wire length [um]	global-route usage (%)	vias up
met5	0	0	-
met4	52	1.70	0
met3	135	2.39	6
met2	2040	26.3	25
met1	2280	26.8	853
li1	-	-	878
area by class of cell:
type | count | area (um^2)
Clock inverter | 3 | 40.0
Fill cell | 518 | 2890
Timing Repair Buffer | 19 | 178
Multi-Input combinational cell | 169 | 1150
Clock buffer | 5 | 68.8
Inverter | 9 | 33.8
Tap cell | 72 | 90.1
Sequential cell | 42 | 1050
cell families after synthesis:
logic type      synth area share (%)
xor+xnor                        2.69
fa+ha+maj                       1.10
mux                            0.440
simple gates                    25.9
flops                           46.3
buf+inv                         3.41
compound gates                  20.2
power by group through the flow:
stage	clock network (W)	logic, W	registers, W
finish	0.000356	0.0000597	0.000472
global route	0.000389	0.0000690	0.000473
CTS	0.000370	0.0000614	0.000472
per-stage QoR:
stage / power [W] / cells / util [%] / cell area [um^2]
6_report: 0.000887 / 319 / 47.5 / 2620
5_1_grt: 0.000930 / 319 / 47.5 / 2620
4_1_cts: 0.000903 / 319 / 47.5 / 2620
3_5_place_dp: 0.000542 / 311 / 45.6 / 2510
3_3_place_gp: 0.000540 / 311 / 45.6 / 2510
2_1_floorplan: 0.000509 / 229 / - / 2280
Power and IR drop assume default switching activity.

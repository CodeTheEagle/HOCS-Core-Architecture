[config.mk]
export PLATFORM = sky130hd
export DESIGN_NAME = hocs_top
export DESIGN_NICKNAME = hocs_top
export VERILOG_FILES = /design/flow/design.v
export SDC_FILE = /design/flow/constraint.sdc
export NUM_CORES = 4
export LEC_CHECK = 1
export CORE_AREA = 10 10 97 97
export DIE_AREA = 0 0 107 107
[constraint.sdc]
current_design hocs_top

set clk_period 2.0
set clk_io_pct 0.2

create_clock -name clk0 -period $clk_period [get_ports {clk}]

set non_clock_inputs [all_inputs -no_clocks]
set_input_delay [expr $clk_period * $clk_io_pct] -clock clk0 $non_clock_inputs
set_output_delay [expr $clk_period * $clk_io_pct] -clock clk0 [all_outputs]
[design.v]
module cuo_array_controller #(
    parameter PRECISION = 12
)(
    input wire clk,
    input wire rst_n,
    input wire start,
    input wire [PRECISION-1:0] data_in,
    output reg [PRECISION-1:0] dac_out,
    input wire [PRECISION-1:0] adc_in,
    output reg [31:0] result_out,
    output reg done
);
    localparam STATE_IDLE    = 3'b000;
    localparam STATE_LOAD    = 3'b001;  
    localparam STATE_WAIT    = 3'b010;  
    localparam STATE_READ    = 3'b011;  
    localparam STATE_DONE    = 3'b100;
    reg [2:0] current_state, next_state;
    reg [7:0] delay_counter;
    always @(posedge clk or negedge rst_n) begin
        if (!rst_n) begin
            current_state <= STATE_IDLE;
            delay_counter <= 0;
        end else begin
            current_state <= next_state;
            if (current_state == STATE_WAIT)
                delay_counter <= delay_counter + 1;
            else
                delay_counter <= 0;
        end
    end
    always @(*) begin
        case (current_state)
            STATE_IDLE: begin
                if (start) next_state = STATE_LOAD;
                else       next_state = STATE_IDLE;
            end
            STATE_LOAD: begin
                next_state = STATE_WAIT;  
            end
            STATE_WAIT: begin
                if (delay_counter > 20) next_state = STATE_READ;
                else                    next_state = STATE_WAIT;
            end
            STATE_READ: begin
                next_state = STATE_DONE;  
            end
            STATE_DONE: begin
                next_state = STATE_IDLE;
            end
            default: next_state = STATE_IDLE;
        endcase
    end
    always @(posedge clk) begin
        case (current_state)
            STATE_LOAD: begin
                dac_out <= data_in;  
                done <= 1'b0;
            end
            STATE_READ: begin
                result_out <= adc_in; 
            end
            STATE_DONE: begin
                done <= 1'b1;
            end
        endcase
    end
endmodule
`timescale 1ns / 1ps
module hocs_top #(
    parameter DATA_WIDTH = 32,
    parameter ADDR_WIDTH = 12
)(
    input wire clk,
    input wire rst_n,
    input wire [DATA_WIDTH-1:0] s_axis_tdata,
    input wire s_axis_tvalid,
    output wire s_axis_tready,
    input wire s_axis_tlast,
    output wire [DATA_WIDTH-1:0] m_axis_tdata,
    output wire m_axis_tvalid,
    input wire m_axis_tready,
    output wire m_axis_tlast,
    output wire [11:0] dac_out_parallel,  
    output wire dac_valid,
    input wire [11:0] adc_in_parallel,    
    output wire adc_clk_trigger
);
    wire [DATA_WIDTH-1:0] core_data_in;
    wire [DATA_WIDTH-1:0] core_data_out;
    wire compute_enable;
    wire compute_done;
    assign s_axis_tready = (compute_enable) ? 1'b0 : 1'b1;  
    cuo_array_controller #(
        .PRECISION(12)
    ) u_optical_core (
        .clk(clk),
        .rst_n(rst_n),
        .start(s_axis_tvalid),
        .data_in(s_axis_tdata[11:0]),
        .dac_out(dac_out_parallel),
        .adc_in(adc_in_parallel),
        .result_out(core_data_out),
        .done(m_axis_tvalid)  
    );
    assign m_axis_tdata = {20'b0, core_data_out[11:0]};  
    assign m_axis_tlast = s_axis_tlast;  
endmodule
[run.sh]
#!/bin/bash
# OpenROAD 26Q1-2900-gdf79404cd8, Yosys 0.63+post, stock flow scripts
make -C /OpenROAD-flow-scripts/flow DESIGN_CONFIG=/design/flow/config.mk WORK_HOME=/design/flow/orfs finish
==> flow_summary.ini <==
; generated from flow reports
[worst_hold_path]
hold_class = input port to async pin

[placement]
dp_cells = 248
io_buffers = 51
dpl_worst_slack_ns = 0.729
dp.final_hpwl_um = 2340
routabilityCongestion = 0.738

[floorplan]
initial_core_util_pct = 20.6
num_io_pins = 98
dieArea_um2 = 11400
die_h_um = 107
die_w_um = 107
coreArea_um2 = 7290
rows = 31

[route]
ant_nets = 0
first_iter_violations = 28
wire_per_inst_um = 11.3
wl_um = 2880
drtPass1Iterations = 3
drc = 0
routed_via_density = 3.27
antenna_cells = 0
dr_total_vias = 838

[yosys]
yosysUniqueCellTypes = 25
yosysWarnings = 4
yosysTopAreaCellShare_pct = 49.9
yosys_cells = 101
netlist_area_um2 = 1510
syn_area_per_cell_um2 = 14.9
top_area_cell = edfxtp_1
most_common_cell = edfxtp_1
async_flop_share_pct = 34.2
synth_flops = 38
ys_seq_share_pct = 71.6
syn_inst = 101
common_cells = edfxtp_1 (25), buf_4 (24), dfrtp_1 (12)
area_leaders = edfxtp_1 (50%), dfrtp_1 (20%), buf_4 (12%)
yosys_area_um2 = 1510
ff_type = edfxtp_1
synth-edff-count = 25

[clock_network]
clk_pin_slew_worst_paths_ns = 0.07
cts_buffers = 5
clkLatencyLatePin_ns = 0.28
htree_num_levels = 2
cts_resized = 0
root_buffer = clkbuf_8
ctsHoldBuffers = 0
cts_tree = done
cts.sinks = 38
cts_buffer_depth = 2
post-cts-setup-buffer-count = 0

[sta]
fmax_mhz = 669
finalHoldViolCount = 0
maxSlewViolCount = 0
worst_pin_slew_ns = 0.596
rsz0062_at_grt = no
fin_crit_ns = 1.49
max_slew_margin_pct = 60.2
finalSetupViolations = 0
setup_tns_ns = 0
fin_skew_ns = 0.00358
setup_ws_ns = 0.506
fin_crit_sh_pct = 74.7
whs_ns = 0.493

[grt]
overflow = 0
grt_pass1_vias = 912
grt_max_degree = 15
grt_first_pass_wirelength_um = 4540
grt_usage_pct = 4.96
antenna_found_initial = 0

[job]
max-cap-violations = 0
openroad.warnings = 47

[run_status]
status = finished, final reports clean

[cells_and_area]
drive_gt1_share_pct = 6.37
fillers = 758
area_growth_syn_to_layout_pct = 42.5
instances_no_fill = 256

[setup_path]
rr_worst_depth = 4
cp_top_family = buffers and inverters
end_kind = output port
arrival_ns = 1.09
slowest_stage = clkdlybuf4s50_1
path_depth = 1
crit_type = register to output port
required_ns = 1.60
path_cells = clkdlybuf4s50_1
start_kind = register
max_stage_delay_ns = 0.49
cp_num_buf_inv = 1
cp_max_fo = 1

[pwr]
p_leak_uw = 0.000814
p_per_area_nw_per_um2 = 703
power_uw = 1510
max-vdd-ir-drop_mv = 0.285
logic make-up after synthesis:
logic type      Yosys count  share of synthesized area (%)
flops                    38                           71.6
buf+inv                  29                           13.2
simple gates             19                           7.32
compound gates            8                           3.57
xor+xnor                  3                           1.75
fa+ha+maj                 2                           1.66
other cells               1                          0.249
mux                       1                          0.665
worst paths after layout:
kind,start,slack (ns),end
max,u_optical_core.result_out[10]$_DFFE_PP_,0.51,m_axis_tdata[10]
min,rst_n,0.49,u_optical_core.delay_counter[7]$_DFF_PN0_
max reg2reg,u_optical_core.delay_counter[0]$_DFF_PN0_,0.73,u_optical_core.delay_counter[6]$_DFF_PN0_
min reg2reg,u_optical_core.current_state[1]$_DFF_PN0_,0.50,u_optical_core.done$_DFFE_PP_
max in group asynchronous,rst_n,1.12,u_optical_core.delay_counter[5]$_DFF_PN0_
min in group clk0,u_optical_core.current_state[1]$_DFF_PN0_,0.50,u_optical_core.done$_DFFE_PP_
cell usage in the layout (no fill, tap or decap), drive strengths merged, types with 3 or more instances in the layout:
master,count
nand3,3
o21ai,3
dfrtp,12
and2,5
edfxtp,25
conb,23
nand2,3
a21boi,3
clkbuf,7
clkdlybuf4s50,51
inv,4
area by class of cell:
class	instances	area (um^2)	area share [%]
clock buffers	7	76.3	3.56
well taps	99	124	5.78
repair buffers	51	510	23.8
clock inverters	1	30.0	1.40
multi-input cells	56	312	14.5
inverters	4	15.0	0.700
flip-flops and latches	38	1080	50.2
report_power, final:
part | switching (uW) | leakage, uW | internal, uW
clock | 239 | 0.0000524 | 373
sequential | 0 | 0.000401 | 838
combinational | 13.6 | 0.000361 | 43.8
total | 253 | 0.000814 | 1250
metrics by stage:
| stage | utilization, % | instance area (um^2) |
|---|---|---|
| after floorplan | - | 1590 |
| after global placement | 28.0 | 2040 |
| after detailed placement | 28.0 | 2040 |
| after CTS | 29.4 | 2140 |
| after global routing | 29.4 | 2140 |
| final | 29.4 | 2140 |
metal layers:
| metal | GRT usage, % | vias to the layer above | wire length, um |
|---|---|---|---|
| met5 | 0 | - | 0 |
| met2 | 7.24 | 48 | 1270 |
| met4 | 0.774 | 0 | 43 |
| met1 | 6.46 | 382 | 1260 |
| met3 | 2.79 | 6 | 308 |
| li1 | - | 402 | - |
registers in the layout, summed over array words and instances (netlist names):
| name | flops |
|---|---|
| u_optical_core.current_state | 5 |
| u_optical_core.dac_out | 12 |
| u_optical_core.delay_counter | 8 |
| u_optical_core.done | 1 |
| u_optical_core.result_out | 12 |
Power figures rest on the tool's default switching activity, not on a simulated workload.
